$ cat ./design.v
module Decoder(Hex, S);
    output logic [0:6]Hex;
    input logic [3:0]S;
    always @(S)
      case(S)
      0: Hex = 7'b0000001;
      1: Hex = 7'b1001111;
      2: Hex = 7'b0010010;
      3: Hex = 7'b0000110;
      4: Hex = 7'b1001100;
      5: Hex = 7'b0100100;
      6: Hex = 7'b0100000;
      7: Hex = 7'b0001111;
      8: Hex = 7'b0000000;
      9: Hex = 7'b0000100;
      10: Hex = 7'b0001000;
      11: Hex = 7'b1100000;
      12: Hex = 7'b0110001;
      13: Hex = 7'b1000010;
      14: Hex = 7'b0110000;
      15: Hex = 7'b0111000;
    endcase   
endmodule
$ cat ./run.sh
#!/bin/bash
# OpenROAD 26Q1-2900-gdf79404cd8, Yosys 0.63+post, stock flow scripts
make -C /OpenROAD-flow-scripts/flow DESIGN_CONFIG=/design/flow/config.mk WORK_HOME=/design/flow/orfs finish
$ cat ./config.mk
export PLATFORM = sky130hd
export DESIGN_NAME = Decoder
export DESIGN_NICKNAME = Decoder
export VERILOG_FILES = /design/flow/design.v
export SDC_FILE = /design/flow/constraint.sdc
export NUM_CORES = 4
export LEC_CHECK = 1
export CORE_AREA = 10 10 70 70
export DIE_AREA = 0 0 80 80
$ cat ./constraint.sdc
current_design Decoder

set clk_period 2.3
set clk_io_pct 0.2

create_clock -name clk0 -period $clk_period

set non_clock_inputs [all_inputs -no_clocks]
set_input_delay [expr $clk_period * $clk_io_pct] -clock clk0 $non_clock_inputs
set_output_delay [expr $clk_period * $clk_io_pct] -clock clk0 [all_outputs]
==> impl_results.html <==
<!-- implementation run metrics -->
<table>
<tr><th>Metric</th><th>Value</th></tr>
<tr><th colspan="2">Outcome</th></tr>
<tr><td>Status</td><td>finished clean</td></tr>
<tr><th colspan="2">Global route</th></tr>
<tr><td>Met3 global-route usage</td><td>0.004545</td></tr>
<tr><td>Global routing met1 resource utilization</td><td>0.02712</td></tr>
<tr><td>Maximum number of pins on one net before global-route repair</td><td>10</td></tr>
<tr><td>Vias in the first global route</td><td>264</td></tr>
<tr><td>Total overflow reported by the global router</td><td>0</td></tr>
<tr><td>Global-route wire length before repair</td><td>1214 um</td></tr>
<tr><td>Number of antenna violations at the first check in global routing</td><td>0</td></tr>
<tr><td>Global Route met2 Usage</td><td>0.03852</td></tr>
<tr><td>Gr usage total</td><td>0.02150</td></tr>
<tr><td>Busiest grt layer</td><td>met2</td></tr>
<tr><th colspan="2">Setup path</th></tr>
<tr><td>Critical path peak fanout</td><td>6</td></tr>
<tr><td>Critical path startpoint category</td><td>primary input</td></tr>
<tr><td>Worst Path Required</td><td>1840 ps</td></tr>
<tr><td>Critical Path Sink Type</td><td>output port</td></tr>
<tr><td>Critical path type</td><td>in -&gt; out</td></tr>
<tr><td>Signal arrival time at the worst endpoint</td><td>1720 ps</td></tr>
<tr><th colspan="2">STA</th></tr>
<tr><td>Worst Max-Slew Pin Slew</td><td>350.3 ps</td></tr>
<tr><td>Shortest period the worst path allows</td><td>2184 ps</td></tr>
<tr><td>Tightest slew margin relative to the limit</td><td>0.7665</td></tr>
<tr><td>Post-route fraction of the period consumed by the critical path</td><td>0.9497</td></tr>
<tr><td>RSZ-0062 raised after global routing</td><td>false</td></tr>
<tr><td>Maximum frequency from static timing analysis</td><td>457.8 MHz</td></tr>
<tr><td>Pins Over Slew Limit</td><td>0</td></tr>
<tr><td>Total count of hold-check failures in the final report</td><td>0</td></tr>
<tr><td>Final number of setup-violating endpoints</td><td>0</td></tr>
<tr><td>Setup slack after layout</td><td>115.7 ps</td></tr>
<tr><th colspan="2">Synth</th></tr>
<tr><td>Dominant combinational family</td><td>adder cells</td></tr>
<tr><td>Warning count from the yosys run</td><td>1</td></tr>
<tr><td>Number of library cell types mapped by synthesis</td><td>13</td></tr>
<tr><td>Sequential element share of the synthesized area</td><td>0</td></tr>
<tr><td>Post-synthesis share of cell area spent on xor and xnor gates</td><td>0</td></tr>
<tr><td>Adder Area Share</td><td>0.3256</td></tr>
<tr><td>Mean instance size in the synthesized netlist</td><td>8.152 um2</td></tr>
<tr><td>And+or+nand+nor area frac</td><td>0.1302</td></tr>
<tr><td>Cells after synthesis</td><td>33</td></tr>
<tr><td>Compound-Gate Fraction of Synth Area</td><td>0.1395</td></tr>
<tr><td>Post-synth area from yosys stat</td><td>269.0 um2</td></tr>
<tr><td>Mux contribution to synthesized area</td><td>0.3070</td></tr>
<tr><td>Mapped cell area</td><td>269.0 um2</td></tr>
<tr><td>Number of cell instances after yosys synthesis</td><td>33</td></tr>
<tr><th colspan="2">Detailed routing</th></tr>
<tr><td>Sum of routed wire length over all layers</td><td>716 um</td></tr>
<tr><td>DRC Markers</td><td>0</td></tr>
<tr><td>Antenna Violating Nets Remaining</td><td>0</td></tr>
<tr><td>Number of antenna cells inserted</td><td>0</td></tr>
<tr><td>First DRT Iteration DRCs</td><td>3</td></tr>
<tr><td>Detail-routed net length per standard cell</td><td>7.458 um</td></tr>
<tr><td>Avg Vias per Cell</td><td>2.979</td></tr>
<tr><td>Iteration count of the initial detailed-routing pass</td><td>4</td></tr>
<tr><td>Total number of vias</td><td>286</td></tr>
<tr><th colspan="2">Finish</th></tr>
<tr><td>MI comb area</td><td>~250 um2</td></tr>
<tr><td>Final standard cell utilization of the core</td><td>0.1396</td></tr>
<tr><td>Highest-count cells in the layout ignoring fill and taps</td><td>6 x mux2i_1, 6 x ha_1, 6 x buf_4</td></tr>
<tr><td>Layout-stage area growth over the synthesis result</td><td>77.21%</td></tr>
<tr><td>Layout cell share with drive strength beyond 1</td><td>0.2800</td></tr>
<tr><td>Area used by sequential logic in the layout</td><td>0 um2</td></tr>
<tr><td>Fillers</td><td>390</td></tr>
<tr><td>Number of clock buffer instances in the layout</td><td>0</td></tr>
<tr><td>Number of flip-flops and latches</td><td>0</td></tr>
<tr><th colspan="2">Floorplan</th></tr>
<tr><td>IO Count</td><td>11</td></tr>
<tr><td>Fp_density</td><td>0.07875</td></tr>
<tr><td>Die ar.</td><td>around 0.0064 mm2</td></tr>
<tr><td>Die Y</td><td>80 um</td></tr>
<tr><td>Core Area</td><td>0.003416 mm2</td></tr>
<tr><td>Core Rows</td><td>21</td></tr>
<tr><td>Die X</td><td>roughly 80 um</td></tr>
<tr><th colspan="2">Power</th></tr>
<tr><td>Power density normalized to cell area</td><td>between 150 and 200 mW/mm2</td></tr>
<tr><td>Static leakage</td><td>between 0.0002 and 0.00025 uW</td></tr>
<tr><td>Worst vdd rail ir drop</td><td>0.01651 mV</td></tr>
<tr><th colspan="2">Placed design</th></tr>
<tr><td>Worst Setup Slack post-DPL</td><td>-349.9 ps</td></tr>
<tr><td>Number of port buffers</td><td>11</td></tr>
<tr><td>GPL Wtd Cong</td><td>0.7460</td></tr>
<tr><td>DP HPWL</td><td>between 600 and 700 um</td></tr>
<tr><th colspan="2">Run</th></tr>
<tr><td>Log Warnings</td><td>38</td></tr>
<tr><td>Max capacitance violation total</td><td>0</td></tr>
<tr><th colspan="2">Worst hold path</th></tr>
<tr><td>Hold crit path type</td><td>in -&gt; out</td></tr>
<tr><th colspan="2">Clock tree</th></tr>
<tr><td>Setup Buffers After CTS</td><td>0</td></tr>
<tr><td>CTS hold repair buffers</td><td>0</td></tr>
</table>
## layer usage
metal / up-vias / share of wire
met2: 10 / 0.47
met4: 0 / 0
li1: 149 / -
met1: 127 / 0.42
met3: 0 / 0.11
met5: - / 0
## kinds of logic (layout without fill, tap and decap cells)
family          count (synthesis)  in the layout
fa+ha+maj                       7              7
mux                             7              7
buf+inv                         5             22
compound gates                  6              6
simple gates                    8              8
## power by group
part / leakage, uW / switching [uW] / total [uW] / internal (uW)
registers: 0 / 0 / 0 / 0
logic: 0.000224 / 28.5 / 73.6 / 45.1
clock network: 0 / 0 / 0 / 0
total: 0.000224 / 28.5 / 73.6 / 45.1
## synthesized netlist by cell type
library cell	instances	area, um2
inv_1	3	11.26
nor2_1	5	18.77
nand2_1	1	3.750
a32o_1	1	10.01
mux2i_1	6	60.06
buf_6	1	11.26
mux4_2	1	22.52
nand2b_1	2	12.51
a21oi_1	2	10.01
ha_1	7	87.58
o211ai_1	1	7.510
o21ai_1	2	10.01
clkbuf_1	1	3.750
## worst max-delay path, cell delays in order
cell and delay, ps:
dlygate4sd2_1 300, buf_4 190, nor2_1 100, nor2_1 40
a21oi_1 150, clkdlybuf4s50_1 480
## layout make-up
type / instances / share of cell area
Timing Repair Buffer: 19 / 0.3412
Inverter: 3 / 0.02362
Multi-Input combinational cell: 28 / 0.5144
Tap cell: 46 / 0.1207
## path summary, 6_finish.rpt
kind	start	to	slack (ps)	cells after the start
max	S[3]	Hex[5]	120	6
min	S[2]	Hex[0]	1640	3
## per-stage QoR
step / setup TNS (ps) / total power, uW / hold slack, ps / cells / cell area, um2
after detailed placement: -1727 / 78.23 / 2094 / 96 / 481.7
after global routing: 0 / 82.57 / 1717 / 96 / 476.7
after global placement: -1694 / 76.91 / 2082 / 96 / 481.7
final: 0 / 73.61 / 1638 / 96 / 476.7
after CTS: 0 / 74.96 / 1649 / 96 / 481.7
after floorplan: 0 / 31.17 / 1020 / 33 / 269.0
## what timing repair did
item	4_1_cts	5_1_grt
pin swaps	0	1
resized	11	4
endpoints found under the setup margin	7	5
Power and IR drop assume default switching activity.
