File: config.mk
export PLATFORM = sky130hd
export DESIGN_NAME = Mux2to1
export DESIGN_NICKNAME = Mux2to1
export VERILOG_FILES = /design/flow/design.v
export SDC_FILE = /design/flow/constraint.sdc
export NUM_CORES = 4
export LEC_CHECK = 1
export CORE_AREA = 10 10 70 70
export DIE_AREA = 0 0 80 80
File: constraint.sdc
current_design Mux2to1

set clk_period 1.0
set clk_io_pct 0.2

create_clock -name clk0 -period $clk_period

set non_clock_inputs [all_inputs -no_clocks]
set_input_delay [expr $clk_period * $clk_io_pct] -clock clk0 $non_clock_inputs
set_output_delay [expr $clk_period * $clk_io_pct] -clock clk0 [all_outputs]
File: design.v
module Mux2to1(M, fromALU, fromRdata, S);
	input S;
	input [15:0] fromALU, fromRdata;
	output logic [15:0] M;
  always @* begin
  if (~S) 
    M <= fromALU;
  else 
    M <= fromRdata;
  end
	endmodule
File: run.sh
#!/bin/bash
# OpenROAD 26Q1-2900-gdf79404cd8, Yosys 0.63+post, stock flow scripts
make -C /OpenROAD-flow-scripts/flow DESIGN_CONFIG=/design/flow/config.mk WORK_HOME=/design/flow/orfs finish
==> results.sh <==
# physical design summary
export IMPL_whs_path_depth=3
export IMPL_warning_count=34
export IMPL_n_clock_buffer=0
export IMPL_cts_hold_buf=0
export IMPL_synth_distinct_cells=4
export IMPL_ys_seq_share_pct=0
export IMPL_ant_nets=0
export IMPL_layout_drive_gt1_share_pct=52.24
export IMPL_holdPathEnd="M[7]"
export IMPL_vias_per_cell=3.283
export IMPL_cp_end_kind="primary output"
export IMPL_fmax_ghz=0.9453
export IMPL_yosys_area_um2=249.0
export IMPL_yosysWarningCount=1
export IMPL_wire_per_inst_um=12.31
export IMPL_crit_chain="buf_12, buf_12, mux2_4, buf_6"
export IMPL_most_common_cell="mux2_4"
export IMPL_cellPowerDensity_mw_per_mm2=373.3
export IMPL_grt_pass1_wl_mm=2.076
export IMPL_violations="setup timing"
export IMPL_drt_pass1_iterations=2
export IMPL_layout_area_comb_um2=240.2
export IMPL_post_route_cell_area_um2=788.3
export IMPL_gp_congestion=0.8339
export IMPL_grt_pass1_vias=421
export IMPL_critical_path_class="input port to primary output"
export IMPL_top_area_cell="mux2_4"
export IMPL_worstPathRequired_ps=800
export IMPL_num_rows=21
export IMPL_critPathLaunchType="input port"
export IMPL_cap_violations=0
export IMPL_total_leakage_power_nw=0.4153
export IMPL_grt_overflow_total=0
export IMPL_antenna_cells=0
export IMPL_setup_slack_ps=-57.90
export IMPL_hold_path_class="input port to primary output"
export IMPL_hold_viol=0
export IMPL_flop_count=0
export IMPL_slew_headroom_pct=95.10
export IMPL_area_growth_pct=216.6
export IMPL_postCtsSetupBuffers=0
export IMPL_max_vdd_ir_drop_uv=137.2
export IMPL_drc=0
export IMPL_finalSetupTns_ps=-814.4
export IMPL_netlist_area_um2=249.0
export IMPL_dp_slack_ps=-849.6
export IMPL_status="complete, but fails checks"
export IMPL_rsz0062_at_grt="true"
export IMPL_yosysCellCount=18
export IMPL_num_vias=371
export IMPL_io_pins=49
export IMPL_chip_area_mm2=0.006400
export IMPL_finalCritPeriodShare_pct=105.8
export IMPL_drt_wl_total_mm=1.391
export IMPL_cp_common_cell="buf_12"
export IMPL_synthCells=18
export IMPL_topCellsByArea="mux2_4, mux2_2, buf_12"
export IMPL_antenna_found_initial=0
export IMPL_cpMaxStageDelayCell="mux2_4"
export IMPL_track_usage_pct=3.994
export IMPL_dieWidth_um=80
export IMPL_core_area_mm2=0.003416
export IMPL_die_h_um=80
export IMPL_fp_utilization_pct=7.289
export IMPL_worst_pin_slew_ps=73.47
export IMPL_avgSynthCellArea_um2=13.83
export IMPL_setup_viol=16
export IMPL_ff_latch_area_um2=0
export IMPL_slew_violations=0
export IMPL_cpPeakStageDelay_ps=300
export IMPL_drtIter0Drc=1
export IMPL_top_area_share_pct=60.30
export IMPL_fill_cells=386
export IMPL_path_max_fanout=8
export IMPL_top_cells_by_count="mux2_4, mux2_2, buf_12, buf_6"
export IMPL_hp_start="fromRdata[7]"
export IMPL_post_route_min_period_ps=1058
export IMPL_grt_max_degree=9
export IMPL_critPathArrivalTime_ps=860
export IMPL_place_area_um2=785.8
export IMPL_post_route_util_pct=23.08
export IMPL_port_buffers=49
cell type report:
cell class	instances	share of cell area, %
multi-input combinational	16	30.48
timing repair buffer	51	62.22
tap	46	7.302
metrics by stage:
stage,hold slack (ps),total power (W),std cells
final,798.2,0.0002943,113
after global routing,811.0,0.0003179,113
after CTS,800.9,0.0002717,113
after detailed placement,1436,0.0003177,112
after global placement,1439,0.0003173,112
after floorplan,497.7,0.00008933,18
report_power, final:
| part | switching (W) | leakage [nW] | total (W) | internal (W) |
|---|---|---|---|---|
| clock | 0 | 0 | 0 | 0 |
| sequential | 0 | 0 | 0 | 0 |
| combinational | 0.0000644 | 0.415 | 0.000294 | 0.000230 |
| total | 0.0000644 | 0.415 | 0.000294 | 0.000230 |
how the worst max path moves through the flow:
stage / start / end / cells past startpoint
CTS: S / M[2] / 4
global route: S / M[9] / 4
finish: S / M[10] / 4
kinds of logic after synthesis:
group | share of synthesized area [%]
buffers and inverters | 12.56
multiplexers | 87.43
per-layer routing:
layer / vias to the layer above / GRT usage, % / routed length (um)
li1: 166 / - / -
met1: 156 / 5.801 / 695
met3: 0 / 4.205 / 361
met5: - / 0 / 0
met2: 49 / 3.852 / 334
met4: 0 / 0 / 0
cell usage in the layout (no fill, tap or decap):
master,netlist,layout
buf_6,1,10
mux2_4,10,16
buf_2,0,6
buf_12,1,2
buf_16,0,1
dlygate4sd2_1,0,32
worst max-delay path: cells and delay by family:
family                 cells  cell delay (ps)
muxes                      1              300
buffers and inverters      3              360
what timing repair did:
| action | 4_1_cts | 5_1_grt |
|---|---|---|
| gates cloned | 1 | 0 |
| endpoints found under the setup margin | 16 | 16 |
| resized | 99 | 7 |
Power is estimated from default activity; no workload was simulated.
